==> /design/flow/design.v <==
module VGA_Driver640x480 (
	input rst,
	input clk, 				 
	input  [11:0] pixelIn, 	 
	output  [11:0] pixelOut,  
	output  Hsync_n,		 
	output  Vsync_n,		 
	output  [9:0] posX, 	 
	output  [8:0] posY 		 
);
localparam SCREEN_X = 640; 	 
localparam FRONT_PORCH_X =16;  
localparam SYNC_PULSE_X = 96;
localparam BACK_PORCH_X = 48;
localparam TOTAL_SCREEN_X = SCREEN_X+FRONT_PORCH_X+SYNC_PULSE_X+BACK_PORCH_X; 	 
localparam SCREEN_Y = 480; 	 
localparam FRONT_PORCH_Y =10;  
localparam SYNC_PULSE_Y = 2;
localparam BACK_PORCH_Y = 33;
localparam TOTAL_SCREEN_Y = SCREEN_Y+FRONT_PORCH_Y+SYNC_PULSE_Y+BACK_PORCH_Y; 	 
reg  [9:0] countX;
reg  [8:0] countY;
assign posX    = countX;
assign posY    = countY;
assign pixelOut = (countX<SCREEN_X) ? (pixelIn ) : (12'b000000000000) ;
assign Hsync_n = ~((countX>=SCREEN_X+FRONT_PORCH_X) && (countX<SCREEN_X+SYNC_PULSE_X+FRONT_PORCH_X)); 
assign Vsync_n = ~((countY>=SCREEN_Y+FRONT_PORCH_Y) && (countY<SCREEN_Y+FRONT_PORCH_Y+SYNC_PULSE_Y));
always @(posedge clk) begin
	if (rst) begin
		countX <= TOTAL_SCREEN_X- 10;  
		countY <= TOTAL_SCREEN_Y-4;   
	end
	else begin 
		if (countX >= (TOTAL_SCREEN_X)) begin
			countX <= 0;
			if (countY >= (TOTAL_SCREEN_Y)) begin
				countY <= 0;
			end 
			else begin
				countY <= countY + 1;
			end
		end 
		else begin
			countX <= countX + 1;
			countY <= countY;
		end
	end
end
endmodule
==> /design/flow/run.sh <==
#!/bin/bash
# OpenROAD 26Q1-2900-gdf79404cd8, Yosys 0.63+post, stock flow scripts
make -C /OpenROAD-flow-scripts/flow DESIGN_CONFIG=/design/flow/config.mk WORK_HOME=/design/flow/orfs finish
==> /design/flow/config.mk <==
export PLATFORM = sky130hd
export DESIGN_NAME = VGA_Driver640x480
export DESIGN_NICKNAME = VGA_Driver640x480
export VERILOG_FILES = /design/flow/design.v
export SDC_FILE = /design/flow/constraint.sdc
export NUM_CORES = 4
export LEC_CHECK = 1
export CORE_AREA = 10 10 89 89
export DIE_AREA = 0 0 99 99
==> /design/flow/constraint.sdc <==
current_design VGA_Driver640x480

set clk_period 3.3
set clk_io_pct 0.2

create_clock -name clk0 -period $clk_period [get_ports {clk}]

set non_clock_inputs [all_inputs -no_clocks]
set_input_delay [expr $clk_period * $clk_io_pct] -clock clk0 $non_clock_inputs
set_output_delay [expr $clk_period * $clk_io_pct] -clock clk0 [all_outputs]
==> results.sh <==
# physical design summary
export IMPL_drtPass1Iterations=4
export IMPL_cts_buffers=3
export IMPL_postPlaceCellArea_um2=1593
export IMPL_max_slew_margin=0.4975
export IMPL_floorplan_core_util=0.1811
export IMPL_topCellsByArea="dfxtp_1, and2_1, ha_1"
export IMPL_clockBufferDepth=2
export IMPL_post_cts_setup_buffer_count=0
export IMPL_cp_arrival_ns=1.69
export IMPL_ir_drop_mv=0.2139
export IMPL_drt_iter0_drc=32
export IMPL_ys_cells=129
export IMPL_setup_viol_count_final=0
export IMPL_cts_root_buf="clkbuf_8"
export IMPL_post_drt_wl_per_cell_um=11.98
export IMPL_crit_buf_inv=2
export IMPL_h_tree_depth=1
export IMPL_grt_pass1_vias=1007
export IMPL_syn_inst=129
export IMPL_power_density_nw_per_um2=351.8
export IMPL_max_cap_violations=0
export IMPL_chipArea_um2=9801
export IMPL_num_rows=28
export IMPL_hold_violations=0
export IMPL_wl_met3_um=256
export IMPL_flop_cell="dfxtp_1"
export IMPL_drc=0
export IMPL_grt_max_degree=20
export IMPL_num_antenna_cells=0
export IMPL_cp_slowest_cell="dfxtp_1"
export IMPL_wirelength_mm=2.948
export IMPL_fmax_mhz=424.7
export IMPL_finClkSkew_ns=0.006717
export IMPL_met1_length_mm=1.409
export IMPL_path_delay_family="buffers and inverters"
export IMPL_power_leakage_nw=0.5566
export IMPL_viasPerCell=4.244
export IMPL_period_used=0.7135
export IMPL_syn_avg_cell_area_um2=8.409
export IMPL_synth_edff_count=0
export IMPL_worstMarginPinSlew_ns=0.7520
export IMPL_ioPinCount=47
export IMPL_areaGrowthSynthToFinish_pct=51.10
export IMPL_common_cells="dfxtp_1, and2_1, nand3_1"
export IMPL_synthesis_area_um2=1085
export IMPL_ys_chip_area_um2=1085
export IMPL_die_size_y_um=99
export IMPL_path_clk_slew_ns=0.07
export IMPL_yosysUniqueCellTypes=34
export IMPL_outcome="complete, no violations"
export IMPL_ys_seq_share=0.3506
export IMPL_top_area_frac=0.3506
export IMPL_routed_top_layer="met4"
export IMPL_grtUsageTotal=0.06090
export IMPL_ys_ff=19
export IMPL_ctsResizeCount=0
export IMPL_antenna_found_initial=0
export IMPL_grt_pass1_wl_mm=5.147
export IMPL_yosysTopAreaCell="dfxtp_1"
export IMPL_hpwlAfterDp_mm=2.303
export IMPL_cts_sinks=19
export IMPL_cp_start_kind="flip-flop"
export IMPL_io_buffers=46
export IMPL_core_um2=5991
export IMPL_async_reset_ff_frac=0
export IMPL_routabilityCongestion=0.7847
export IMPL_most_common_cell="dfxtp_1"
export IMPL_finalMaxSlewViolations=0
export IMPL_crit_fanout=12
export IMPL_holdBufCountCts=0
export IMPL_period_needed_ns=2.355
export IMPL_die_width_um=99
export IMPL_path_cells="o21ai_0 > buf_4 > and2_1 > clkdlybuf4s50_1"
export IMPL_drive_gt1_frac=0.08772
export IMPL_slowest_delay_ns=0.55
export IMPL_whs_ns=0.4937
export IMPL_via_count=1044
export IMPL_yosys_warnings=1
export IMPL_cp_required_ns=2.64
export IMPL_tool_warnings=28
export IMPL_worstSkewPairLatency_ns=0.25
export IMPL_hold_class="flip-flop to flip-flop"
export IMPL_ant_nets=0
export IMPL_met2_length_mm=1.261
export IMPL_end_kind="output port"
export IMPL_crit_type="flip-flop to output port"
export IMPL_gr_total_overflow=0
export IMPL_tns_ns=0
export IMPL_rsz0062_at_grt="no"
export IMPL_cts_tree="done"
export IMPL_fin_area_um2=1639
==> metal layers <==
layer,global-route usage,vias to the layer above
li1,-,547
met2,0.08818,34
met3,0.01903,2
met1,0.08735,461
met4,0.01103,0
met5,0,-
==> logic make-up after synthesis <==
| kind of cell | after synthesis | synth area share |
|---|---|---|
| xor+xnor | 3 | 0.02423 |
| mux | 1 | 0.01038 |
| compound gates | 28 | 0.1846 |
| fa+ha+maj | 4 | 0.04614 |
| simple gates | 59 | 0.3137 |
| flops | 19 | 0.3506 |
| buf+inv | 15 | 0.07035 |
==> metrics by stage <==
step / total power, mW / setup slack, ns / cells / util
after floorplan: 0.3382 / 1.662 / 129 / -
after global placement: 0.4240 / 0.9529 / 242 / 0.2659
after detailed placement: 0.4243 / 0.9439 / 242 / 0.2659
after CTS: 0.5882 / 0.9092 / 246 / 0.2736
after global routing: 0.6208 / 0.8203 / 246 / 0.2736
final: 0.5766 / 0.9453 / 246 / 0.2736
==> flip-flops by register name, summed over array words and instances, names as in the netlist <==
signal and flops:
countX 10, countY 9
==> power by group <==
group	switching (mW)	internal, mW
sequential	0.0302	0.246
clock	0.0760	0.0838
combinational	0.0466	0.0940
==> cells in the final DEF (no fill, tap or decap), types with 6 or more instances in the layout <==
master / count
dfxtp_1: 19
nor2_1: 7
a21oi_1: 8
clkdlybuf4s50_1: 46
o21ai_0: 8
inv_1: 6
nand2_1: 6
nand3_1: 9
and2_1: 12
==> cell type report <==
class / count / area, um^2
Clock buffer: 3 / 41.29
Timing Repair Buffer: 47 / 467.9
Multi-Input combinational cell: 95 / 628.1
Inverter: 6 / 22.52
Fill cell: 626 / 4352
Clock inverter: 1 / 5.005
Sequential cell: 19 / 380.4
Tap cell: 75 / 93.84
==> worst register-to-register path, cell delays in order, from the launching register on <==
cell and delay, ns:
dfxtp_1 0.43, o311ai_4 0.74, nor3_1 0.09, or3b_2 0.45
==> final timing paths <==
path | start | endpoint | slack (ns) | cells after the start
max | countX[7] | pixelOut[9] | 0.95 | 4
min | countX[0] | countX[0] | 0.49 | 1
max reg2reg | countX[5] | countY[3] | 1.46 | 3
min reg2reg | countX[0] | countX[0] | 0.49 | 1
No activity file was given, so power comes from the tool's default toggle rates.
